===== /design/flow/run.sh =====
#!/bin/bash
# OpenROAD 26Q1-2900-gdf79404cd8, Yosys 0.63+post, stock flow scripts
make -C /OpenROAD-flow-scripts/flow DESIGN_CONFIG=/design/flow/config.mk WORK_HOME=/design/flow/orfs finish

===== /design/flow/config.mk =====
export PLATFORM = sky130hd
export DESIGN_NAME = spi_master
export DESIGN_NICKNAME = spi_master
export VERILOG_FILES = /design/flow/design.v
export SDC_FILE = /design/flow/constraint.sdc
export NUM_CORES = 4
export LEC_CHECK = 1
export CORE_UTILIZATION = 40

===== /design/flow/constraint.sdc =====
current_design spi_master

set clk_period 6.0
set clk_io_pct 0.2

create_clock -name clk0 -period $clk_period [get_ports {clk}]

set non_clock_inputs [all_inputs -no_clocks]
set_input_delay [expr $clk_period * $clk_io_pct] -clock clk0 $non_clock_inputs
set_output_delay [expr $clk_period * $clk_io_pct] -clock clk0 [all_outputs]

===== /design/flow/design.v =====
interface reg_map_if (
    input logic eim_clk,
    input logic fsm_clk
);
    logic         eim_rst;                 
    logic         rst;                     
    logic         fsm_rst_index;           
    logic         fsm_init_index;          
    logic         fsm_back_bias_index;     
    logic         fsm_flush_index;         
    logic         fsm_aed_read_index;      
    logic         fsm_exp_index;           
    logic         fsm_read_index;          
    logic         fsm_idle_index;          
    logic         ready_to_get_image;      
    logic         aed_ready_done;          
    logic         panel_stable_exist;      
    logic         exp_read_exist;          
    logic         reg_read_index;          
    logic [15:0]  reg_addr;                
    logic [15:0]  reg_data;                
    logic         reg_data_index;          
    logic [15:0]  reg_read_out;            
    logic         read_data_en;            
    logic [7:0]   state_led_ctr;           
    logic         reg_map_sel;             
    modport dut (
        input  eim_clk,
        input  eim_rst,
        input  fsm_clk,
        input  rst,
        input  fsm_rst_index,
        input  fsm_init_index,
        input  fsm_back_bias_index,
        input  fsm_flush_index,
        input  fsm_aed_read_index,
        input  fsm_exp_index,
        input  fsm_read_index,
        input  fsm_idle_index,
        input  ready_to_get_image,
        input  aed_ready_done,
        input  panel_stable_exist,
        input  exp_read_exist,
        input  reg_read_index,
        input  reg_addr,
        input  reg_data,
        input  reg_data_index,
        output reg_read_out,
        output read_data_en,
        output state_led_ctr,
        output reg_map_sel
    );
    modport tb (
        input  eim_clk,
        input  fsm_clk,
        output eim_rst,
        output rst,
        output fsm_rst_index,
        output fsm_init_index,
        output fsm_back_bias_index,
        output fsm_flush_index,
        output fsm_aed_read_index,
        output fsm_exp_index,
        output fsm_read_index,
        output fsm_idle_index,
        output ready_to_get_image,
        output aed_ready_done,
        output panel_stable_exist,
        output exp_read_exist,
        output reg_read_index,
        output reg_addr,
        output reg_data,
        output reg_data_index,
        input  reg_read_out,
        input  read_data_en,
        input  state_led_ctr,
        input  reg_map_sel
    );
    modport monitor (
        input eim_clk,
        input fsm_clk,
        input eim_rst,
        input rst,
        input fsm_rst_index,
        input fsm_init_index,
        input fsm_back_bias_index,
        input fsm_flush_index,
        input fsm_aed_read_index,
        input fsm_exp_index,
        input fsm_read_index,
        input fsm_idle_index,
        input ready_to_get_image,
        input aed_ready_done,
        input panel_stable_exist,
        input exp_read_exist,
        input reg_read_index,
        input reg_addr,
        input reg_data,
        input reg_data_index,
        input reg_read_out,
        input read_data_en,
        input state_led_ctr,
        input reg_map_sel
    );
endinterface
package reg_map_params_pkg;
    parameter real EIM_CLK_FREQ = 100.0e6;      
    parameter real FSM_CLK_FREQ = 20.0e6;       
    parameter real EIM_CLK_PERIOD = 10.0;       
    parameter real FSM_CLK_PERIOD = 50.0;       
    parameter int REG_ADDR_WIDTH = 16;          
    parameter int REG_DATA_WIDTH = 16;          
    parameter int REG_MEMORY_SIZE = 512;        
    typedef enum logic [2:0] {
        FSM_STATE_RESET     = 3'b000,
        FSM_STATE_INIT      = 3'b001,
        FSM_STATE_BACK_BIAS = 3'b010,
        FSM_STATE_FLUSH     = 3'b011,
        FSM_STATE_AED_READ  = 3'b100,
        FSM_STATE_EXPOSURE  = 3'b101,
        FSM_STATE_READ      = 3'b110,
        FSM_STATE_IDLE      = 3'b111
    } fsm_state_t;
    parameter int FSM_REG_STATE_LSB        = 0;    
    parameter int FSM_REG_READY_TO_GET_BIT = 3;    
    parameter int FSM_REG_AED_READY_BIT    = 4;    
    parameter int FSM_REG_EXP_READ_BIT     = 5;    
    parameter int FSM_REG_PANEL_STABLE_BIT = 6;    
    parameter int FSM_REG_RESERVED_BIT     = 7;    
    typedef enum logic [1:0] {
        REG_TRANS_IDLE  = 2'b00,
        REG_TRANS_WRITE = 2'b01,
        REG_TRANS_READ  = 2'b10
    } reg_trans_type_t;
    typedef struct packed {
        logic [15:0] addr;
        logic [15:0] data;
        logic        is_read;
        logic        valid;
    } reg_transaction_t;
endpackage
module spi_master
		#(
			parameter int header 	= 2,		 
			parameter int payload 	= 8,       	 
			parameter int addrsz 	= 7,         
			parameter int pktsz    	= header + addrsz + payload		 
		)
		(
			input logic 					clk, reset,
			input logic 					start,
			input logic [1:0] 			slaveselect,
			input logic [header-1:0] 	masterHeader,
			input logic [addrsz-1:0]  	masterAddrToSend,
			input logic [payload-1:0]  	masterDataToSend,
			output [payload-1:0] 		masterDataReceived,
			output 	logic 			SCLK,
			output  [2:0]			CS,
			output 	logic 			MOSI,
			input 	logic 			MISO
		);
localparam int				divide = 10;
integer counter;
logic [pktsz-1:0] 			MDS;
logic [payload-1:0] 		MDR;
logic [pktsz-1:0] 			MDS_next;
logic [payload-1:0] 		MDR_next;
logic [15:0]					dly_start;
logic [2:0]					s_cs;
logic 						spi_active;
logic [15:0]					dly_spi_active;
logic [7:0]					cnt_clk;
logic [7:0]					mod_cnt_clk;
logic 						cnt_clk_rst;
logic 						s_sclk;
always @(negedge s_sclk , posedge reset)
	begin
		if (reset == 1'b1)
			begin
				MDS = 0;
				counter = 0;
			end
		else if (start == 1'b1)
			begin
				MDS = ({masterHeader,masterAddrToSend,masterDataToSend});
				MOSI = 1'b1;
				counter = 0;
			end
		else if (spi_active == 1'b1)
			begin
				MDS = MDS_next;
				counter = counter + 1;
				MOSI = MDS[pktsz-1];
			end
	end
always @(negedge s_sclk , posedge reset)
	begin
		if (reset == 1'b1)
			begin
				MDR = 0;
			end
		else if (dly_spi_active[9] == 1'b1)
			begin
				MDR = MDR_next;
			end
	end
always @(negedge s_sclk , posedge reset)
		begin
			if (reset==1'b1)
				begin
					dly_start = 0;
				end
			else
				begin
					dly_start = {dly_start[14:0],start};
				end
		end
	always @(posedge clk, posedge reset)
		begin
			if (reset==1'b1)
				begin
					cnt_clk = 0;
					dly_spi_active = 0;
				end
			else if (cnt_clk_rst==1'b1)
				cnt_clk = 0;
			else
				begin
					cnt_clk = cnt_clk + 1;
					dly_spi_active = {dly_spi_active[14:0],spi_active};
				end
		end
	assign mod_cnt_clk = (cnt_clk % (divide/2));
	assign cnt_clk_rst = (cnt_clk >= (divide-1)) ? 1'b1 : 1'b0;
	always @(posedge clk, posedge reset)
		begin
			if (reset==1'b1)
				s_sclk = 1'b0;
			else if (mod_cnt_clk==0)
				s_sclk = ~s_sclk;
		end
	assign MDS_next = (dly_start[1]== 1'b0 && spi_active == 1'b1 && counter < pktsz) ? { MDS[pktsz-2:0],1'b0 } : MDS;
	assign MDR_next = (dly_start[1]== 1'b0 && dly_spi_active[9] == 1'b1 && counter > (pktsz-payload)) ? {MDR[payload-2:0],MISO} : MDR;
	assign masterDataReceived = MDR;
	assign s_cs = (slaveselect == 2'b00) ? 3'b110 :
					(slaveselect == 2'b01) ? 3'b101 : 3'b011;
	assign spi_active = (dly_start > 16'h0001) ? 1'b1 :
						(counter > 0 && counter < pktsz) ? 1'b1 : 1'b0;
	assign SCLK = (dly_spi_active[9] == 1'b1) ? s_sclk : 1'b0;
	assign CS = (dly_spi_active[0] == 1'b1 || dly_spi_active[14] == 1'b1 ) ? s_cs : 3'b111;
endmodule

==> summary.txt <==
yosys + openroad results -> initial detailed-routing violation count=around 380, Syn Area/Cell=between 9 and 10 µm², Clock transition at path regs=around 60 ps, Slew Viols, Final=0, clock skew=2.83 ps, CP Class=register to register, clk buf depth=2, Seq share, synth=a little over two fifths, slowest cell on the critical path=a2111oi_4, CTS tree=built, CTS buffer count=3, Horiz. Die Dim=~120 µm, Worst Tran Pin Value=719 ps, Clock Latency Late Sink=between 200 and 300 ps, final-report hold violation count=0, Vias per Instance=5.39, DR pass1 iterations=5, status=finished clean, cells along the critical path=nor2_4 > inv_1 > ha_2 > a2111oi_4 > nor2_1 > a2111oi_4 > or2_1 > o21ai_0 > xnor2_1 > ha_1 > o31ai_2 > o21ai_1 > nor4_4 > xnor2_1 > ha_2 > o21ai_0 > and2_1 > a31oi_1 > a21oi_1 > or3_1 > a2111oi_2 > o211ai_1 > xnor2_1, DP HPWL=about 8100 µm, Routed WL=about 11000 µm, Ports=36, PwrDens=around 160 nW/µm², cell family with most CP delay=AND-OR/OR-AND gates, final core area utilization=a little under half, Unique cell types=about 80, Leak=roughly 2.8 nW, worst-path fanout max=5, Post-Syn Area=between 5000 and 6000 µm², Synth Warn #=1, register pins left without a clock=74, Dominant flop cell=dfrtn_1, Final WS setup=337 ps, die height=between 100 and 150 µm, most used cell, CP=xnor2_1, Max H-tree Level=1, number of unconstrained endpoints=roughly 84, Worst Setup SP=cnt_clk[6], Setup violations, final=0, ant diodes=0, Hold Crit Class=register to register, share of cells above drive strength 1=between 10% and 20%, Async S/R FF share, synth=between 90% and 100%, ANT nets after route=0, reg-to-reg critical path startpoint=cnt_clk[6], VDD IR max=0.107 mV, number of cells in Yosys stat=between 500 and 600, total grt overflow=0, first-pass GRT wire length=around 20000 µm, Worst setup SP type=register, tool warnings=34, Die Footprint=~15000 µm², CTS Root Cell=clkbuf_16, Maximum Capacitance Violations=0, num rows=around 43, # DRC=0, Setup WS pre-CTS=~200 ps, P&R area growth vs syn=13.1%, antenna violations before repair=0, Core Box Area=about 14000 µm², Final period util=a little over nine tenths, hold path start=dly_spi_active[6], pin count of the biggest net entering global routing=slightly below 80, Worst EP required=between 6000 and 7000 ps, Worst EP arrival=5780 ps, fillers=about 1.2k, Via Count=4282, Synth Register Bits=98, slew margin rel.=a little over half, vias in the first global route=between 4k and 5k, starting density of the core=40.9%, Peak Freq=about 180 MHz, gpl congestion=around 0.91, crit-path max cell delay=480 ps, post-synth area from yosys stat=5670 µm², EDFF count, synth=1, Synth Instances=roughly 580, I/O Buffers=35, DR WL/cell=around 14 µm, CP endpoint kind=register, GRT Total Usage=roughly 17%, min Tclk post-route=around 5700 ps, Crit path buffers/inverters=1
## synthesized netlist by cell type, drive strengths merged, types with 12 or more instances
cell | count | area share, %
dfrtn | 73 | 32
nor2 | 59 | 4.1
nand2 | 54 | 3.6
o21ai | 39 | 3.4
xor2 | 28 | 4.3
dfrtp | 24 | 11
mux2 | 23 | 4.6
mux2i | 21 | 3.7
a21oi | 18 | 1.6
clkbuf | 15 | 0.99
nand3 | 15 | 1.3
and2 | 14 | 1.5
ha | 13 | 2.9
inv | 13 | 0.86
nor4 | 13 | 1.7
nor3 | 12 | 1.1
## state kept, by name, indices dropped and copies added (netlist names)
name / flops
MOSI: 1
dly_start: 16
dly_spi_active: 15
cnt_clk: 8
MDS: 17
counter: 32
s_sclk: 1
MDR: 8
## area by class of cell
class | instances | area, µm² | area share [%]
multi-input combinational | 445 | 3090 | 48.1
sequential | 98 | 2460 | 38.3
timing repair buffer | 54 | 488 | 7.60
tap | 180 | 225 | 3.51
clock buffer | 3 | 75.1 | 1.17
inverter | 13 | 51.3 | 0.799
clock inverter | 1 | 30.0 | 0.468
## placed cells by master, fill, tap and decap left out, drive strengths merged, types with 12 or more instances in the layout
master,count
nor2,59
clkdlybuf4s50,34
nor4,13
mux2,23
nor3,12
ha,13
mux2i,21
nand2,54
dfrtp,24
inv,13
a21oi,18
xor2,28
buf,20
o21ai,39
dfrtn,73
and2,14
nand3,15
## routing by layer
layer / GRT usage, % / share of wire (%)
met1: 27.8 / 50
met2: 25.8 / 46
met3: 1.10 / 2.5
met4: 2.01 / 1.2
met5: 0 / 0
## worst paths after layout
check	to	slack [ps]	cells after the start
setup / recovery	s_sclk	340	23
hold / removal	dly_spi_active[6]	500	1
setup reg to reg	s_sclk	340	23
hold reg to reg	dly_spi_active[6]	500	1
max in group asynchronous	s_sclk	4290	2
min in group asynchronous	dly_spi_active[0]	1360	2
## report_power, final
group,switching (mW),total [mW],internal (mW)
clock,0.0574,0.190,0.133
sequential,0.0197,0.458,0.438
combinational,0.230,0.371,0.141
total,0.307,1.02,0.711
## kinds of logic (layout without fill, tap and decap cells)
family	Yosys count	count (layout)	synth area share, %
other cells	1	4	0.0661
compound gates	112	112	14.4
flops	98	98	43.3
xor+xnor	40	40	6.42
fa+ha+maj	14	14	3.04
buf+inv	39	71	3.15
simple gates	231	231	21.3
mux	44	44	8.27
## repair_timing
action                                  CTS  global route
endpoints found under the setup margin    0             1
resized                                   0            12
setup buffers                             0             1
hold buffers                              0             0
## metrics by stage
stage               power [mW]  setup TNS [ps]  area (µm²)  instances  hold slack (ps)
floorplan                0.721               0        5680        582              475
global placement         0.819               0        6270        789              485
detailed placement       0.822               0        6270        789              491
CTS                       1.02               0        6370        793              508
global route              1.08           -93.4        6420        794              520
finish                    1.02               0        6420        794              503
No activity file was given, so power comes from the tool's default toggle rates.
