==> ./design.v <==
interface reg_map_if (
    input logic eim_clk,
    input logic fsm_clk
);
    logic         eim_rst;                 
    logic         rst;                     
    logic         fsm_rst_index;           
    logic         fsm_init_index;          
    logic         fsm_back_bias_index;     
    logic         fsm_flush_index;         
    logic         fsm_aed_read_index;      
    logic         fsm_exp_index;           
    logic         fsm_read_index;          
    logic         fsm_idle_index;          
    logic         ready_to_get_image;      
    logic         aed_ready_done;          
    logic         panel_stable_exist;      
    logic         exp_read_exist;          
    logic         reg_read_index;          
    logic [15:0]  reg_addr;                
    logic [15:0]  reg_data;                
    logic         reg_data_index;          
    logic [15:0]  reg_read_out;            
    logic         read_data_en;            
    logic [7:0]   state_led_ctr;           
    logic         reg_map_sel;             
    modport dut (
        input  eim_clk,
        input  eim_rst,
        input  fsm_clk,
        input  rst,
        input  fsm_rst_index,
        input  fsm_init_index,
        input  fsm_back_bias_index,
        input  fsm_flush_index,
        input  fsm_aed_read_index,
        input  fsm_exp_index,
        input  fsm_read_index,
        input  fsm_idle_index,
        input  ready_to_get_image,
        input  aed_ready_done,
        input  panel_stable_exist,
        input  exp_read_exist,
        input  reg_read_index,
        input  reg_addr,
        input  reg_data,
        input  reg_data_index,
        output reg_read_out,
        output read_data_en,
        output state_led_ctr,
        output reg_map_sel
    );
    modport tb (
        input  eim_clk,
        input  fsm_clk,
        output eim_rst,
        output rst,
        output fsm_rst_index,
        output fsm_init_index,
        output fsm_back_bias_index,
        output fsm_flush_index,
        output fsm_aed_read_index,
        output fsm_exp_index,
        output fsm_read_index,
        output fsm_idle_index,
        output ready_to_get_image,
        output aed_ready_done,
        output panel_stable_exist,
        output exp_read_exist,
        output reg_read_index,
        output reg_addr,
        output reg_data,
        output reg_data_index,
        input  reg_read_out,
        input  read_data_en,
        input  state_led_ctr,
        input  reg_map_sel
    );
    modport monitor (
        input eim_clk,
        input fsm_clk,
        input eim_rst,
        input rst,
        input fsm_rst_index,
        input fsm_init_index,
        input fsm_back_bias_index,
        input fsm_flush_index,
        input fsm_aed_read_index,
        input fsm_exp_index,
        input fsm_read_index,
        input fsm_idle_index,
        input ready_to_get_image,
        input aed_ready_done,
        input panel_stable_exist,
        input exp_read_exist,
        input reg_read_index,
        input reg_addr,
        input reg_data,
        input reg_data_index,
        input reg_read_out,
        input read_data_en,
        input state_led_ctr,
        input reg_map_sel
    );
endinterface
package reg_map_params_pkg;
    parameter real EIM_CLK_FREQ = 100.0e6;      
    parameter real FSM_CLK_FREQ = 20.0e6;       
    parameter real EIM_CLK_PERIOD = 10.0;       
    parameter real FSM_CLK_PERIOD = 50.0;       
    parameter int REG_ADDR_WIDTH = 16;          
    parameter int REG_DATA_WIDTH = 16;          
    parameter int REG_MEMORY_SIZE = 512;        
    typedef enum logic [2:0] {
        FSM_STATE_RESET     = 3'b000,
        FSM_STATE_INIT      = 3'b001,
        FSM_STATE_BACK_BIAS = 3'b010,
        FSM_STATE_FLUSH     = 3'b011,
        FSM_STATE_AED_READ  = 3'b100,
        FSM_STATE_EXPOSURE  = 3'b101,
        FSM_STATE_READ      = 3'b110,
        FSM_STATE_IDLE      = 3'b111
    } fsm_state_t;
    parameter int FSM_REG_STATE_LSB        = 0;    
    parameter int FSM_REG_READY_TO_GET_BIT = 3;    
    parameter int FSM_REG_AED_READY_BIT    = 4;    
    parameter int FSM_REG_EXP_READ_BIT     = 5;    
    parameter int FSM_REG_PANEL_STABLE_BIT = 6;    
    parameter int FSM_REG_RESERVED_BIT     = 7;    
    typedef enum logic [1:0] {
        REG_TRANS_IDLE  = 2'b00,
        REG_TRANS_WRITE = 2'b01,
        REG_TRANS_READ  = 2'b10
    } reg_trans_type_t;
    typedef struct packed {
        logic [15:0] addr;
        logic [15:0] data;
        logic        is_read;
        logic        valid;
    } reg_transaction_t;
endpackage
`timescale 1ns / 1ps
module spi_slave
		#(
			parameter int header 	= 2,		 
			parameter int payload 	= 8,       	 
			parameter int addrsz 	= 7,         
			parameter int pktsz    	= header + addrsz + payload		 
		)
		(
            input logic clk,                		 
		    input logic reset,              		 
			input logic SCLK,
			input logic SSB,
			input logic MOSI,
			output logic MISO,
			output logic spi_start_flag,
			input  logic [payload-1:0] read_data, 		 
			input  logic read_en,				    	 
			output logic [addrsz-1:0] reg_addr,  		 
			output logic addr_valid,					 
			output logic [payload-1:0] wr_data, 	     
			output logic wr_data_valid,           		     
			output logic rw_out			             
		);
	logic [2:0] dly_sclk;
	logic [2:0] dly_ss;
	logic [10:0] dly_mosi;
	logic [3:0] dly_read_en;
	logic [$clog2(pktsz):0] bitcnt;
	logic flag_rd;
	logic flag_wr;
	logic s_mosi;
	logic s_sclk;
	logic s_ssb;
	logic [addrsz-1:0] s_reg_addr;
	logic s_addr_valid;
	logic [5:0] dly_addr_valid;
	assign s_mosi = MOSI;
	assign s_sclk = SCLK;
    assign s_ssb = SSB;
	always_ff @ (posedge clk or posedge reset)
		begin
			if (reset)
				begin
					dly_sclk 	<= 3'b000;
					dly_ss   	<= 3'b111;
					dly_mosi 	<= 0;
					dly_read_en 	<= 4'b0000;
					dly_addr_valid <= 0;
				end
			else
				begin
					dly_sclk 	<= {dly_sclk[1:0], s_sclk};
					dly_ss   	<= {dly_ss[1:0], s_ssb};
					dly_mosi 	<= {dly_mosi[9:0], s_mosi};
					dly_read_en 	<= {dly_read_en[2:0], read_en};
					dly_addr_valid <= {dly_addr_valid[4:0], s_addr_valid};
				end
		end
	logic sclk_edge;
	logic sclk_rising_edge;
	logic sclk_falling_edge;
	logic spi_start;
	logic spi_end;
	logic spi_active;
	logic read_en_rising_edge;
	logic mosi_d;
	logic miso_d;
	logic [payload-1:0] s_miso;
	assign sclk_falling_edge = (dly_sclk[2:0]== 3'b110) ? 1'b1 : 1'b0;	 
	assign sclk_rising_edge = (dly_sclk[2:0]== 3'b001) ? 1'b1 : 1'b0;	 
		assign sclk_edge = sclk_falling_edge;
	assign spi_start = (dly_ss[2:0]== 3'b100) ? 1'b1 : 1'b0;          
	assign spi_end   = (dly_ss[2:0]== 3'b001) ? 1'b1 : 1'b0;       	 
	assign spi_active = ~dly_ss[1];
	assign read_en_rising_edge = (dly_addr_valid== 6'b001111) ? 1'b1 : 1'b0;			 
	assign mosi_d = dly_mosi[9];
	always_ff @(posedge clk, posedge reset)
	begin
		if (reset)
			bitcnt <= 0;
		else if (spi_start)
			bitcnt <= 0;
		else if (spi_active && sclk_falling_edge)
			bitcnt <= bitcnt + 1;
	end
	always_ff @(posedge clk, posedge reset)
	begin
		if (reset)
			flag_wr <= 1'b0;
		else if (spi_start || spi_end)
			flag_wr <= 1'b0;
		else if (spi_active && sclk_edge && bitcnt == 2'b00)
			flag_wr <= mosi_d;
	end
	always_ff @(posedge clk, posedge reset)
	begin
		if (reset)
			flag_rd <= 1'b0;
		else if (spi_start || spi_end)
			flag_rd <= 1'b0;
		else if (spi_active && sclk_edge && bitcnt == 2'b01)
			flag_rd <= mosi_d;
	end
	always_ff @(posedge clk, posedge reset)
	begin
		if (reset )
			s_reg_addr <= 0;
		else if (spi_start)
			s_reg_addr <= 0;
		else if (spi_active && sclk_rising_edge && bitcnt > 1 && bitcnt < (header+addrsz))
			s_reg_addr <= {s_reg_addr[addrsz-2:0], mosi_d };
	end
	assign reg_addr = (s_addr_valid==1'b1) ? s_reg_addr : 0;
	always_ff @(posedge clk, posedge reset)
	begin
		if (reset)
			wr_data <= 0;
		else if (spi_start)
			wr_data <= 0;
		else if (spi_active && sclk_edge && bitcnt > payload - 1 && flag_wr)
			wr_data <= {wr_data[payload-2:0], mosi_d};
	end
	always_ff @(posedge clk, posedge reset)
	begin
		if (reset)
			begin
				s_miso <= 0;
			end
		else if (read_en_rising_edge)
			begin
				s_miso <= read_data;
			end
		else if (spi_active && sclk_edge && bitcnt > (header+addrsz)-1 && dly_read_en[2])
			begin
				s_miso <= {s_miso[payload-2:0], 1'b0};
			end
		else if (dly_read_en== 3'b000)
				s_miso <= 0;
	end
	assign miso_d = (bitcnt > (header+addrsz)-1  && flag_rd) ? s_miso[payload-1] : 1'b0;
	assign MISO = miso_d;
	always_ff @(posedge clk, posedge reset)
	begin
		if (reset )
			s_addr_valid <= 1'b0;
		else if (spi_start || spi_end)
			s_addr_valid <= 1'b0;
		else if ((bitcnt >= (header+addrsz) - 1) && sclk_rising_edge)
			s_addr_valid <= 1'b1;
	end
	assign addr_valid = s_addr_valid;
	always_ff @(posedge clk, posedge reset)
	begin
		if (reset )
			wr_data_valid <= 1'b0;
		else if (spi_start || spi_end)
			wr_data_valid <= 1'b0;
		else if (bitcnt == pktsz -1 && sclk_edge && flag_wr)
			wr_data_valid <= 1'b1;
	end
	assign txdv = (bitcnt == pktsz -1 && flag_rd == 1) ? 1'b1 : 1'b0;
assign rw_out = (flag_rd) ? 1'b1 : 1'b0;
assign spi_start_flag = spi_start;
logic [15:0]	ila_addr;
assign ila_addr = ({spi_start,spi_end,reg_addr});
endmodule
==> ./run.sh <==
#!/bin/bash
# OpenROAD 26Q1-2900-gdf79404cd8, Yosys 0.63+post, stock flow scripts
make -C /OpenROAD-flow-scripts/flow DESIGN_CONFIG=/design/flow/config.mk WORK_HOME=/design/flow/orfs finish
==> ./config.mk <==
export PLATFORM = sky130hd
export DESIGN_NAME = spi_slave
export DESIGN_NICKNAME = spi_slave
export VERILOG_FILES = /design/flow/design.v
export SDC_FILE = /design/flow/constraint.sdc
export NUM_CORES = 4
export LEC_CHECK = 1
export CORE_UTILIZATION = 30
==> ./constraint.sdc <==
current_design spi_slave

set clk_period 4.7
set clk_io_pct 0.2

create_clock -name clk0 -period $clk_period [get_ports {clk}]

set non_clock_inputs [all_inputs -no_clocks]
set_input_delay [expr $clk_period * $clk_io_pct] -clock clk0 $non_clock_inputs
set_output_delay [expr $clk_period * $clk_io_pct] -clock clk0 [all_outputs]
==> reports/results.ini <==
[final_timing]
hold_viol=0
maxSlewHeadroom=0.589
period_used_share=0.640
fin_crit_ns=3.01
tns_ns=0
setup_viol=0
max_freq_mhz=332
clock_skew_ns=0.00767
worst_pin_slew_ns=0.615
rsz0062_at_grt=false
slew_violations=0

[synth]
async_flop_share=1.00
edf_count=0
ys_cells=177
ys_area_mm2=0.00228
ff_type=dfrtp_1
avgSynthCellArea_um2=12.9
syn_inst=177
ys_warn_count=2
ys_types=34
ys_ff=59
netlist_area_mm2=0.00228
ys_seq_share=0.648

[clock_tree]
clkSinkCount=59
clk_latency_ns=0.33
cts_resized=0
cts_hold_buf=0
htreeDepth=3
post_cts_buffers=0
clockBufferDepth=2
cts_buffers=9
clk_pin_slew_ns=0.06
cts_tree=yes
cts-root-buf=clkbuf_8

[routing]
num_vias=1431
drc=0
routed_wl_um=3960
antenna_left=0
avgRoutedWirePerCell_um=12.3
dr.pass1.iters=4
antenna_cells=0
drtIter0Drc=54
viasPerCell=4.44

[place]
place_congestion=0.756
numPortBuffers=33
place_inst=306
dp_hpwl_um=2650

[pwr]
ir_drop_v=0.000169
leakage_nw=1.34
powerDensity_mw_per_mm2=356

[setup_path]
critPathKind=flop to primary output
crit_required_ns=3.76
crit_path_end_kind=primary output
reg2reg_slack_ns=2.73
cp_max_fo=5
crit_arrival_ns=2.07
crit-reg2reg-launch=bitcnt[0]$_DFFE_PP0P_
startpoint=bitcnt[0]$_DFFE_PP0P_
startpoint_type=flop

[cells_and_area]
area_delta_synth_final_pct=27.9
drive_above_1_share=0.117
fin_cells=322
nFillCells=714

[global_route]
antenna_found_initial=0
grt_pass1_vias=1443
grt_overflow=0
grt_max_degree=31
grt_util_all_layers=0.119
grt_pass1_wl_um=7040

[min_path]
hp-class=flop to flop
hp-start=dly_mosi[6]$_DFF_PP0_

[floorplan]
die_w_um=89.3
ios=34
rows=31
chipArea_mm2=0.00797
die_h_um=89.3
fp_util=0.313
coreArea_mm2=0.00729

[job]
warnings=27
timing.max_cap.violations=0

[status]
status=complete, no violations

==> worst max-delay path, stage by stage, from the launching register on <==
cell and delay [ns]:
dfrtp_1 0.42, inv_1 0.06, ha_1 0.21, nor2b_1 0.16, o21ai_2 0.25, and3_1 0.19, clkdlybuf4s50_1 0.45
==> worst paths after layout <==
path                                        endpoint  depth (start not counted)
max in group asynchronous        dly_ss[1]$_DFF_PP1_                          3
hold reg to reg                dly_mosi[7]$_DFF_PP0_                          0
setup reg to reg           s_reg_addr[2]$_DFFE_PP0P_                          6
min in group asynchronous      dly_mosi[1]$_DFF_PP0_                          2
hold / removal                 dly_mosi[7]$_DFF_PP0_                          0
setup / recovery                                MISO                          6
==> flip-flops by register name, indices dropped and copies added (netlist names), 4 cells and up <==
| name | cells |
|---|---|
| bitcnt | 6 |
| dly_addr_valid | 6 |
| dly_mosi | 10 |
| dly_read_en | 4 |
| s_miso | 8 |
| s_reg_addr | 7 |
| wr_data | 8 |
==> stage by stage <==
step | hold slack [ns] | setup WS [ns] | cell area [um^2] | utilization | power (mW)
6_report | 0.341 | 1.69 | 2920 | 0.401 | 1.04
3_5_place_dp | 0.335 | 2.04 | 2730 | 0.374 | 0.600
3_3_place_gp | 0.334 | 2.04 | 2730 | 0.374 | 0.599
4_1_cts | 0.344 | 1.66 | 2920 | 0.401 | 1.06
5_1_grt | 0.350 | 1.53 | 2920 | 0.401 | 1.09
2_1_floorplan | 0.331 | 2.31 | 2280 | - | 0.577
==> power by group <==
group / internal (mW) / switching (mW)
combinational: 0.0258 / 0.0301
sequential: 0.524 / 0.0105
clock: 0.274 / 0.178
==> cell families (layout without fill, tap and decap cells) <==
family                     after synthesis  in the layout  share of synthesized area
muxes                                   17             17                     0.0745
DFF                                     59             59                      0.648
and+or+nand+nor                         68             68                      0.161
AOI/OAI and AO/OA                       15             15                     0.0597
buffers and inverters                    9             55                     0.0175
adders and majority gates                3              3                     0.0164
xor gates and xnor gates                 6              6                     0.0230
==> metal layers <==
metal  vias up  wire length [um]  share of wire  global-route usage
met4         0                43          0.011              0.0144
met3         4               208          0.052              0.0412
met5         -                 0              0                   0
li1        694                 -              -                   -
met1       698              1940           0.49               0.184
met2        35              1770           0.45               0.174
==> final cells by class <==
cell class | instances | area, um^2 | area share
Sequential cell | 59 | 1480 | 0.506
Multi-Input combinational cell | 109 | 764 | 0.262
Timing Repair Buffer | 34 | 338 | 0.116
Clock buffer | 14 | 163 | 0.0557
Tap cell | 99 | 124 | 0.0424
Clock inverter | 2 | 35.0 | 0.0120
Inverter | 5 | 18.8 | 0.00642
==> cell usage in the layout (no fill, tap or decap), types with 3 or more instances in the layout <==
cell type,n
a221o_1,7
and2_1,14
clkbuf_1,3
clkbuf_8,11
clkdlybuf4s50_1,33
dfrtp_1,56
dfstp_2,3
ha_1,3
inv_1,3
mux2i_1,17
nand2_1,13
nand4_1,5
nor2_1,24
xnor2_1,3
xor2_1,3
==> Yosys cell counts (2+ instances only) <==
master,number,share of area
ha_1,3,0.016
a21oi_1,2,0.0044
xor2_1,3,0.012
a221o_1,7,0.031
nand4_1,5,0.014
dfstp_2,3,0.035
and3_1,2,0.0055
inv_1,4,0.0066
buf_2,2,0.0044
xnor2_1,3,0.012
nor2_1,24,0.039
mux2i_1,17,0.074
and2_1,14,0.038
nand2_1,13,0.021
dfrtp_1,56,0.61
Power is estimated from default activity; no workload was simulated.
